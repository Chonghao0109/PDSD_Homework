--- flow/design.v ---
module traffic_light(
  input wire clk,
  input wire reset,
  input wire c,
  output reg HG,
  output reg HY,
  output reg HR,
  output reg FG,
  output reg FY,
  output reg FR,
  output reg PG,
  output reg PR
);
  parameter LONG_TIME           = 'd20;
  parameter MEDIUM_TIME         = 'd4;
  parameter SHORT_TIME          = 'd2;	
  parameter PEDESTRAIN_CHANSFER = 'd5;
  reg [2:0] state,next_state;
  reg [4:0] counter;
  reg [2:0] s0_times;
  reg p;
  reg TL,TM,TS;
  reg counter_clr;
  parameter S0 = 3'b000;  
  parameter S1 = 3'b001;  
  parameter S2 = 3'b011;  
  parameter S3 = 3'b010;  
  parameter S4 = 3'b110;  
  parameter S5 = 3'b111;  
  parameter S6 = 3'b101;  
  parameter S7 = 3'b100;  
  always@(posedge clk or posedge reset)begin :Finite_State_Machine 
    if(reset)begin
      state <= S0;
    end
    else begin
      state <= next_state;
    end
  end
  always@(*)begin:proc_next_state
    case(state)
      S0: next_state = (TL & (c|p)) ? S1 : S0 ;
      S1: next_state = (TM) ? S2 : S1 ;
      S2: begin
        if(TS)begin
           next_state = p ? S6 : S3;
        end
        else next_state = S2;
      end
      S3: next_state = (TL) ? S4 : S3 ;
      S4: next_state = (TM) ? S5 : S4 ;
      S5: next_state = (TS) ? S0 : S5 ;
      S6: next_state = (TL) ? S7 : S6 ;
      S7: next_state = (TS) ? S0 : S7 ;
  	endcase
  end
  always@(posedge clk or posedge reset)begin :proc_S0_Times
    if(reset)begin
      s0_times <= 0;
    end
    else begin
      if(state==S0 && TL) s0_times <= s0_times + 1;
      else if(state == S6) s0_times <= 0;
    end
  end
  always@(*)begin
    p = (s0_times >= (PEDESTRAIN_CHANSFER-1)) ? 1 : 0;
  end
  always@(*)begin
    case(state)
      S0: {HG,HY,HR,FG,FY,FR,PG,PR} = 9'b100_001_01;
      S1: {HG,HY,HR,FG,FY,FR,PG,PR} = 9'b010_001_01;
      S2: {HG,HY,HR,FG,FY,FR,PG,PR} = 9'b001_001_01;
      S3: {HG,HY,HR,FG,FY,FR,PG,PR} = 9'b001_100_01;
      S4: {HG,HY,HR,FG,FY,FR,PG,PR} = 9'b001_010_01;
      S5: {HG,HY,HR,FG,FY,FR,PG,PR} = 9'b001_001_01;
      S6: {HG,HY,HR,FG,FY,FR,PG,PR} = 9'b001_001_10;
      S7: {HG,HY,HR,FG,FY,FR,PG,PR} = 9'b001_001_01;
    endcase
  end
  always@(*)begin :proc_counter_clr
    counter_clr = |(next_state^state) || TL;
  end
  always@(posedge clk or posedge reset)begin :proc_counter
    if(reset)begin
      counter <= 0;
    end
    else begin
      if(counter_clr) counter <= 0;
      else counter <= counter + 1;
    end
  end
  always@(*)begin :counter_state
    TL = (counter == (LONG_TIME-1))   ? 1 : 0;
    TM = (counter == (MEDIUM_TIME-1)) ? 1 : 0;
    TS = (counter == (SHORT_TIME-1))  ? 1 : 0;
  end
endmodule		
--- flow/constraint.sdc ---
current_design traffic_light

set clk_period 3.9
set clk_io_pct 0.2

create_clock -name clk0 -period $clk_period [get_ports {clk}]

set non_clock_inputs [all_inputs -no_clocks]
set_input_delay [expr $clk_period * $clk_io_pct] -clock clk0 $non_clock_inputs
set_output_delay [expr $clk_period * $clk_io_pct] -clock clk0 [all_outputs]
--- flow/config.mk ---
export PLATFORM = sky130hd
export DESIGN_NAME = traffic_light
export DESIGN_NICKNAME = traffic_light
export VERILOG_FILES = /design/flow/design.v
export SDC_FILE = /design/flow/constraint.sdc
export NUM_CORES = 4
export LEC_CHECK = 1
export CORE_AREA = 10 10 74 74
export DIE_AREA = 0 0 84 84
--- flow/run.sh ---
#!/bin/bash
# OpenROAD 26Q1-2900-gdf79404cd8, Yosys 0.63+post, stock flow scripts
make -C /OpenROAD-flow-scripts/flow DESIGN_CONFIG=/design/flow/config.mk WORK_HOME=/design/flow/orfs finish
==> flow_summary.toml <==
# physical design summary
[run_status]
status = "completed"

[route]
wire_per_inst_um = 11.8
first_iter_violations = 49
wl_um = 1750
drc = 0
n_antenna_cell = 0
num_vias = 675
first_pass_iters = 4
antenna_left = 0
post_drt_via_cell_ratio = 4.56

[clocking]
post_cts_buffers = 0
clock-root-buffer = "clkbuf_8"
ctsHoldBuffers = 0
cts-htree-levels = 1
cts_resized = 0
cts_buffers = 3
clk_pin_slew_ps = 50
cts.sinks = 11
cts_tree = "built"
clock_latency_ps = 230
clock_path_buffers = 2

[final_timing]
slew_violations = 0
fmax_ghz = 0.395
hold_viol = 0
min_period_over_period = 0.649
period_needed_ps = 2530
skew_ps = 0.484
setup_viol = 0
worstMarginPinSlew_ps = 530
fin_setup_tns_ps = 0
rsz0062_at_grt = "no"
slew_headroom = 0.642

[pwr]
power_uw = 228
power.density_nw_per_um2 = 239
power_leakage_uw = 0.000382
irDropWorstVdd_uv = 67.4

[cells_and_area]
final_cells = 148
drive_above_1_share = 0.0816
most-common-layout-cells = "dfrtp_1 (11), clkdlybuf4s50_1 (10), nand3_1 (7), inv_1 (7), nor2_1 (6)"
n_fill_cell = 428
final_common_cell = "dfrtp_1"
area_growth_pct = 21.9
post-route-util = 0.240

[logic_synthesis]
synthFlopType = "dfrtp_1"
netlist_area_um2 = 783
edf_count = 0
topCellsByArea = "dfrtp_1 (35%), ha_1 (6.4%), nand3_1 (4.5%)"
yosysWarnings = 1
async_flop_share = 1.00
top_area_frac = 0.351
yosysTopAreaCell = "dfrtp_1"
yosysUniqueCellTypes = 36
syn_area_per_cell_um2 = 8.61
ys_cells = 91
synth_chip_area_um2 = 783
syn_inst = 91
numSynthFlops = 11
ys_seq_share = 0.351

[floorplanning]
rows = 23
dieArea_um2 = 7060
fp_util = 0.197
ios = 11
core_area_um2 = 3970
die_w_um = 84
die_height_um = 84

[critical_path]
crit_path_start_kind = "flop"
criticalPathCategory = "flop to primary output"
end_kind = "primary output"
path_max_fanout = 11
cp_data_arrival_time_ps = 1750
crit_required_ps = 3120

[global_routing]
grt_usage = 0.0485
overflow = 0
grt_start_max_net_pins = 14
antenna_found_initial = 0
grt_pass1_vias = 671
grt_pass1_wl_um = 3020

[placement]
hpwl_um = 1300
port-buffer-count = 10
gp_congestion = 0.833
placedCellCount = 144

[run]
cap_violations = 0
warnings = 28

[worst_hold_path]
hold_path.class = "flop to flop"
[cell families (layout without fill, tap and decap cells)]
group | count (synthesis) | after routing | share of synthesized area
AOI/OAI and AO/OA | 20 | 20 | 0.165
xor gates and xnor gates | 2 | 2 | 0.0224
adders and majority gates | 4 | 4 | 0.0639
buffers and inverters | 16 | 23 | 0.0895
DFF | 11 | 11 | 0.351
muxes | 1 | 1 | 0.0128
and+or+nand+nor | 37 | 37 | 0.296
[where the power goes]
| part | switching, uW | internal [uW] |
|---|---|---|
| registers | 0 | 114 |
| logic | 2.55 | 1.81 |
| clock network | 37.9 | 71.3 |
[path summary, 6_finish.rpt]
check / start / to / slack, ps / depth (start not counted)
min in group asynchronous: reset / counter[1]$_DFF_PP0_ / 840 / 2
worst max register to register: counter[0]$_DFF_PP0_ / state[0]$_DFF_PP0_ / 1910 / 5
worst max-delay path: state[0]$_DFF_PP0_ / PG / 1370 / 4
worst min register to register: s0_times[0]$_DFFE_PP0P_ / s0_times[0]$_DFFE_PP0P_ / 520 / 1
worst min-delay path: s0_times[0]$_DFFE_PP0P_ / s0_times[0]$_DFFE_PP0P_ / 520 / 1
max in group asynchronous: reset / s0_times[2]$_DFFE_PP0P_ / 2760 / 2
[critical path: stages (launching register included)]
cell and delay, ps:
dfrtp_1 500, nor2b_1 300, nand2_1 180, inv_1 90, clkdlybuf4s50_1 450
[routing by layer]
metal,wire length [um],track usage,vias to the layer above
li1,-,-,336
met1,872,0.0678,322
met2,752,0.0697,15
met3,111,0.0177,2
met4,10,0.00913,0
met5,0,0,-
[area by class of cell]
class / instances / area, um^2 / share of cell area
Multi-Input combinational cell: 64 / 438 / 0.459
Sequential cell: 11 / 275 / 0.288
Timing Repair Buffer: 10 / 100 / 0.105
Tap cell: 50 / 62.6 / 0.0655
Clock buffer: 4 / 45.0 / 0.0472
Inverter: 9 / 33.8 / 0.0354
[cells in the mapped netlist, types with 2 or more instances]
cell type,instances
buf_2,2
dfrtp_1,11
nor2b_1,3
nand2_1,5
nand3_1,7
xnor2_1,2
o21ai_0,2
inv_1,7
nand2b_1,3
a311oi_1,2
nor2_1,6
nor4b_1,2
clkbuf_1,4
nand3b_1,2
a21oi_1,2
o21ai_1,5
nor4_1,3
ha_1,4
inv_2,2
[flip-flops by register name, summed over array words and instances, names as in the netlist]
register and count:
s0_times 3, state 3, counter 5
[stage by stage]
| stage | hold slack, ps | setup slack (ps) | area, um^2 |
|---|---|---|---|
| 2_1_floorplan | 474 | 2170 | 783 |
| 3_3_place_gp | 490 | 1680 | 910 |
| 3_5_place_dp | 509 | 1650 | 910 |
| 4_1_cts | 519 | 1380 | 955 |
| 5_1_grt | 546 | 1220 | 955 |
| 6_report | 518 | 1370 | 955 |
Power is estimated from default activity; no workload was simulated.
