## ./config.mk

```make
export PLATFORM = sky130hd
export DESIGN_NAME = adder
export DESIGN_NICKNAME = adder
export VERILOG_FILES = /design/flow/design.v
export SDC_FILE = /design/flow/constraint.sdc
export NUM_CORES = 4
export LEC_CHECK = 1
export CORE_AREA = 10 10 70 70
export DIE_AREA = 0 0 80 80
```

## ./constraint.sdc

```tcl
current_design adder

set clk_period 4.9
set clk_io_pct 0.2

create_clock -name clk0 -period $clk_period

set non_clock_inputs [all_inputs -no_clocks]
set_input_delay [expr $clk_period * $clk_io_pct] -clock clk0 $non_clock_inputs
set_output_delay [expr $clk_period * $clk_io_pct] -clock clk0 [all_outputs]
```

## ./design.v

```verilog
`timescale 1ns/1ps
module adder (a, b, mode, sum, c_out, Overflow);
  input   [7:0]	a, b;
  input			    mode;
  output	[7:0]	sum;
  output			  c_out;
  output			  Overflow;
  wire sub;
  wire  [7:0] nb;
  wire  [6:0]	carry;
  wire [7:0] P, G;
  not#(2)(sub,mode);
  xor#(2)(nb[0],b[0],sub);
  xor#(2)(nb[1],b[1],sub);
  xor#(2)(nb[2],b[2],sub);
  xor#(2)(nb[3],b[3],sub);
  xor#(2)(nb[4],b[4],sub);
  xor#(2)(nb[5],b[5],sub);
  xor#(2)(nb[6],b[6],sub);
  xor#(2)(nb[7],b[7],sub);
  FA FA_u1(
    .A(a[0]),
    .B(nb[0]),
    .CIN(sub),
    .P(P[0]),
    .G(G[0]),
    .sum(sum[0])
  ); 
  FA FA_u2(
    .A(a[1]),
    .B(nb[1]),
    .CIN(carry[0]),
    .P(P[1]),
    .G(G[1]),
    .sum(sum[1])
  ); 
  FA FA_u3(
    .A(a[2]),
    .B(nb[2]),
    .CIN(carry[1]),
    .P(P[2]),
    .G(G[2]),
    .sum(sum[2])
  ); 
  FA FA_u4(
    .A(a[3]),
    .B(nb[3]),
    .CIN(carry[2]),
    .P(P[3]),
    .G(G[3]),
    .sum(sum[3])
  ); 
  FA FA_u5(
    .A(a[4]),
    .B(nb[4]),
    .CIN(carry[3]),
    .P(P[4]),
    .G(G[4]),
    .sum(sum[4])
  ); 
  FA FA_u6(
    .A(a[5]),
    .B(nb[5]),
    .CIN(carry[4]),
    .P(P[5]),
    .G(G[5]),
    .sum(sum[5])
  ); 
  FA FA_u7(
    .A(a[6]),
    .B(nb[6]),
    .CIN(carry[5]),
    .P(P[6]),
    .G(G[6]),
    .sum(sum[6])
  ); 
  FA FA_u8(
    .A(a[7]),
    .B(nb[7]),
    .CIN(carry[6]),
    .P(P[7]),
    .G(G[7]),
    .sum(sum[7])
  ); 
  carry_lookahead_4bit carry_lookahead_4bit_u1(
    .CIN(sub),
    .P(P[3:0]),
    .G(G[3:0]),
    .COUT(carry[3:0])
  );
  carry_lookahead_4bit carry_lookahead_4bit_u2(
    .CIN(carry[3]),
    .P(P[7:4]),
    .G(G[7:4]),
    .COUT({c_out,carry[6:4]})
  );
  and#(2)(Overflow,c_out,mode);
endmodule
module carry_lookahead_4bit(
  input         CIN,
  input [3:0]   P,
  input [3:0]   G,
  output [4:0]  COUT
);
  wire [3:0] nG;
  not#(2)(nG[0],G[0]);
  not#(2)(nG[1],G[1]);
  not#(2)(nG[2],G[2]);
  not#(2)(nG[3],G[3]);
  wire w00;
  nand#(1)(w00,P[0],CIN);
  nand#(1)(COUT[0],nG[0],w00);
  wire w10, w11;
  nand#(1)(w10,P[1],G[0]);
  nand#(1)(w11,P[1],P[0],CIN);
  nand#(1)(COUT[1],nG[1],w10,w11);
  wire w20,w21,w22 ;
  nand#(1)(w20,P[2],G[1]);
  nand#(1)(w21,P[2],P[1],G[0]);
  nand#(1)(w22,P[2],P[1],P[0],CIN);
  nand#(1)(COUT[2],nG[2],w20,w21,w22);
  wire w30,w31,w32,w33;
  nand#(1)(w30,P[3],G[2]);
  nand#(1)(w31,P[3],P[2],G[1]);
  nand#(1)(w32,P[3],P[2],P[1],G[0]);
  nand#(1)(w33,P[3],P[2],P[1],P[0],CIN);
  nand#(1)(COUT[3],nG[3],w30,w31,w32,w33);
endmodule
module FA(
  input  A,B,CIN,
  output P,G,
  output sum
);
  wire w0;
  and#(2)(G,A,B);
  nor#(1)(w0,A,B);
  not#(1)(P,w0);
  wire w1;
  nor#(1)(w1,w0,G);
  xor#(2)(sum,CIN,w1);
endmodule
```

## ./run.sh

```bash
#!/bin/bash
# OpenROAD 26Q1-2900-gdf79404cd8, Yosys 0.63+post, stock flow scripts
make -C /OpenROAD-flow-scripts/flow DESIGN_CONFIG=/design/flow/config.mk WORK_HOME=/design/flow/orfs finish
```

==> results_slide.txt <==
Physical Implementation Snapshot

Setup path
  • Worst setup path class: in2out
  • Slowest cell on the critical path: clkdlybuf4s50_1
  • Largest delay share family, worst path: buffers and inverters
  • Cell breakdown of the critical path: clkdlybuf4s50_1 > xnor2_1 > inv_1 > ha_1 > or2_2 > o211ai_1 > a21oi_1 > fa_1 > xnor2_1 > clkdlybuf4s50_1
  • Largest stage delay on the critical path: 0.48 ns
  • Element type at the critical path start: primary input
  • Crit path DAT: 3.55 ns
  • Critical path capture point type: output port
  • Crit-path max FO: 4
  • Number of buffer and inverter stages on the critical path: 3
  • Required time at the endpoint of the critical path: 3.92 ns

Global route
  • Pin count of the biggest net entering global routing: 9
  • Via count of the first global-routing pass: 648
  • Remaining Overflow, GRT: 0
  • Global-route wire length before repair: 2830 um
  • Number of antenna violations at the first check in global routing: 0
  • Overall global routing resource usage: between 5 and 6%

Synthesis
  • Synthesized instance count: between 90 and 100
  • Area fraction in mux cells: 2.90%
  • Top cells by area: ha_1 27%, xnor2_1 14%, inv_1 11%
  • Basic-gate share of the synthesized area counting and, or, nand and nor cells: 14.7%
  • Seq/Total Area, Yosys: 0%
  • Dominant cell by count in the synthesized netlist: inv_1
  • Number of distinct standard cells referenced by the synthesized netlist: 30
  • Yosys stat area: 733 um^2
  • Cell type with the largest total area: ha_1
  • Yosys cell count: about 98
  • Top cell type's share of synthesized area: between 20% and 30%
  • Top cells by instance count after synthesis: 22 x inv_1, 16 x ha_1, 12 x xnor2_1
  • Average footprint of a synthesized cell: 7.48 um^2
  • Number of warnings reported in the yosys synthesis log: 2
  • Dominant combinational family: adder cells
  • Synthesized-area fraction occupied by ao, oa, aoi and oai cells: 15.5%
  • Adder and majority cell fraction of the synthesized area: a little under a third
  • Share of the synthesized netlist area taken by xor and xnor gates: 16.7%
  • Netlist area before placement: around 730 um^2

Route
  • Vias per std cell: 3.96
  • Detail Route Antenna Nets: 0
  • Total number of vias: 645
  • Count of unresolved DRC violations after routing: 0
  • Antenna Cells: 0
  • Final Routed Wirelength: 1620 um
  • Routed length per instance: between 9 and 10 um
  • Number of DRC markers in iteration 0: 23
  • Total iterations of the first detailed-routing run: 4

Run
  • Max-cap violations: 0
  • Total number of warnings across the stage logs: about 40

Final layout
  • Final design instance area without fill: between 1000 and 1500 um^2
  • Area delta synth->final: 37.2%
  • Area occupied by registers: 0 um^2
  • Final sequential cell count: 0
  • Filler cells: 380
  • Area of combinational cells with multiple inputs: 586 um^2
  • Total of clock buffers placed in the layout: 0
  • Fraction of layout instances using a drive strength above 1: 5.13%

Floorplan
  • Horizontal die size: roughly 80 um
  • Die span in y: 80 um
  • Chip Area: roughly 6400 um^2
  • Count of pins on the block boundary: 27
  • Core area: roughly 3400 um^2
  • Initial core utilization: a little over a fifth
  • Floorplan row count: 21

STA
  • TNS Setup: 0 ns
  • Pins Over Slew Limit: 0
  • Worst slew margin relative to its limit: 70.3%
  • Final Hold Violating Endpoints: 0
  • RSZ-0062 raised after global routing: false
  • Worst-Margin Slew: 0.434 ns
  • Final-report setup violation count: 0
  • Highest clock rate: 221 MHz
  • Post-layout minimum cycle time: 4.53 ns
  • Share of the cycle needed by the critical path after routing: between 90 and 100%

Power and ir drop
  • Worst IR drop on VDD: 0.0484 mV
  • Pleak: 0.469 nW
  • Power per Cell Area: 138 nW/um^2

Min path
  • Hold Path Class: in2out

Placement
  • Global placement routability congestion: 0.811
  • Final HPWL DP: 1470 um
  • Area after DPL: 1000 um^2
  • Port Buf Inserts: 27

Clocking
  • Post-CTS Setup Inserts: 0

Outcome
  • Status: finished, final reports clean
==> worst min-delay path, cell delays in order <==
cell and delay [ns]:
dlymetal6s2s_1 0.25, xnor2_1 0.12, clkdlybuf4s50_1 0.41
==> cell type report <==
cell class,count,share of cell area (%)
inverters,22,8.21
multi-input cells,67,58.2
well taps,46,5.72
repair buffers,28,27.9
==> final timing paths <==
kind | start | to | slack, ns | depth (start not counted)
max | b[2] | sum[5] | 0.37 | 10
min | mode | sum[0] | 2.74 | 3
==> cell families after synthesis <==
| kind of cell | count (synthesis) |
|---|---|
| AOI/OAI and AO/OA | 16 |
| xor gates and xnor gates | 14 |
| buffers and inverters | 31 |
| muxes | 2 |
| adders and majority gates | 17 |
| and+or+nand+nor | 18 |
==> report_power, final <==
| group | leakage, nW | internal [W] | switching [W] |
|---|---|---|---|
| registers | 0 | 0 | 0 |
| logic | 0.469 | 0.0000867 | 0.0000522 |
| clock network | 0 | 0 | 0 |
==> metrics by stage <==
step,power (W),std cells,hold WS [ns],setup WS [ns],util [%]
after floorplan,0.0000949,98,2.22,1.08,-
after global placement,0.000141,163,3.05,0.146,29.4
after detailed placement,0.000142,163,3.06,0.0940,29.4
after CTS,0.000143,163,3.06,0.0933,29.4
after global routing,0.000158,163,2.79,0.195,29.5
final,0.000139,163,2.74,0.372,29.5
==> metal layers <==
| layer | wire length, um | GRT usage [%] | vias to the layer above |
|---|---|---|---|
| met5 | 0 | 0 | - |
| met4 | 0 | 0 | 0 |
| met3 | 99 | 0.909 | 0 |
| met2 | 716 | 8.59 | 16 |
| met1 | 801 | 7.15 | 280 |
| li1 | - | - | 349 |
==> cell usage in the layout (no fill, tap or decap) <==
cell / instances
buf_4: 1
nor3_1: 2
clkdlybuf4s50_1: 26
o21bai_1: 1
nor3b_1: 2
or4_4: 1
o21ba_2: 1
nor3_2: 1
nor2_1: 6
fa_1: 1
o21ai_1: 1
a2111oi_0: 2
mux2i_1: 1
nor2b_1: 2
a211o_1: 1
a211oi_1: 1
xnor2_1: 12
a21oi_1: 5
nand2b_1: 1
o31ai_1: 1
dlymetal6s2s_1: 1
a211oi_2: 1
xor2_1: 2
mux2_1: 1
o21ai_0: 1
nor4b_1: 1
o211ai_1: 1
nand3_1: 1
ha_1: 16
inv_1: 22
or2_2: 1
==> what timing repair did <==
item                                    4_1_cts  5_1_grt
hold endpoints to repair                      0        0
hold buffers                                  0        0
endpoints found under the setup margin        0        4
resized                                       0        1
Power and IR drop assume default switching activity.
